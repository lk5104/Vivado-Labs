==> /design/flow/design.v <==
`timescale 1ns / 1ps
module md_to_hw(
    input wire clk,
    input wire reset,
    input wire switch,
    input wire change_but,
    output wire sequence,
    output wire [4:0]debug
    );
    assign debug = {clk, reset, switch, change_but, sequence};
    mnemonic_device uut(.clk(clk),
                        .reset(reset),
                        .switch(switch),
                        .change_but(change_but),
                        .sequence(sequence));
endmodule
`timescale 1ns / 1ps
module mnemonic_device(
    input wire clk,
    input wire reset,
    input wire switch,
    input wire change_but,
    output wire sequence
    );
    reg [31:0] count_clks;  
    reg [5:0] count_regs;  
    reg [31:0] sequence_reg[31:0];  
    reg previous_state;  
    reg [31:0] sequence_count;
    reg send_sequence;
    reg sequence_holder;
    integer i;
    always @(posedge clk) begin
        if (reset == 1) begin
            previous_state <= 0;
            count_clks <= 0;
            count_regs <= 0;
            sequence_count <= 0;
            sequence_holder <= 0;
            for(i = 0; i < 32; i = i + 1) begin
                sequence_reg[i] <= 32'd0;
            end
        end
        else begin
            if (switch == 1) begin  
                send_sequence <= 0;
                if (previous_state != change_but) begin  
                    previous_state <= change_but;  
                    sequence_reg[count_regs] = count_clks;  
                    count_regs = count_regs + 1;
                    count_clks = 1;  
                end else begin
                    count_clks <= count_clks + 1;
                end
             end else begin  
                if (sequence_count < count_regs) begin
                    if (sequence_reg[sequence_count] > 0 && sequence_count == 0) begin
                        sequence_reg[sequence_count] <= sequence_reg[sequence_count] - 1;
                    end
                    else if (sequence_reg[sequence_count] > 1 && sequence_count > 0) begin
                        sequence_reg[sequence_count] <= sequence_reg[sequence_count] - 1;
                    end
                    else begin
                        sequence_count <= sequence_count + 1;
                        sequence_holder <= ~sequence_holder;
                    end
                    if (sequence_reg[0] != 0) begin
                        send_sequence <= 1;
                    end
                end
                else begin
                    send_sequence <= 0;
                    count_regs <= 0;
                end
             end
        end
    end
    assign sequence = (send_sequence == 1) ? sequence_holder : 1'bz;
endmodule
==> /design/flow/run.sh <==
#!/bin/bash
# OpenROAD 26Q1-2900-gdf79404cd8, Yosys 0.63+post, stock flow scripts
make -C /OpenROAD-flow-scripts/flow DESIGN_CONFIG=/design/flow/config.mk WORK_HOME=/design/flow/orfs finish
==> /design/flow/config.mk <==
export PLATFORM = sky130hd
export DESIGN_NAME = md_to_hw
export DESIGN_NICKNAME = md_to_hw
export VERILOG_FILES = /design/flow/design.v
export SDC_FILE = /design/flow/constraint.sdc
export NUM_CORES = 4
export LEC_CHECK = 1
export CORE_UTILIZATION = 30
==> /design/flow/constraint.sdc <==
current_design md_to_hw

set clk_period 64.5
set clk_io_pct 0.2

create_clock -name clk0 -period $clk_period [get_ports {clk}]

set non_clock_inputs [all_inputs -no_clocks]
set_input_delay [expr $clk_period * $clk_io_pct] -clock clk0 $non_clock_inputs
set_output_delay [expr $clk_period * $clk_io_pct] -clock clk0 [all_outputs]
==> results.sh <==
# physical design summary
export IMPL_largest_reg_flops=1024
export IMPL_cts_clk_slew_worst_paths_ns=0.06
export IMPL_drive_gt1_frac=0.1098
export IMPL_worst_pin_slew_ns=1.016
export IMPL_status="finished, final reports clean"
export IMPL_num_io_pins=10
export IMPL_rsz0062_at_grt="false"
export IMPL_cp_common_cell="clkbuf_16"
export IMPL_cp_max_fo=3
export IMPL_ir_drop_mv=0.02223
export IMPL_syn_area_um2=47430
export IMPL_vias_per_cell=6.149
export IMPL_antenna_found_initial=17
export IMPL_required_ns=51.60
export IMPL_grt_pass1_vias=41590
export IMPL_cpMaxStageDelayCell="clkdlybuf4s50_1"
export IMPL_hp_class="flop to flop"
export IMPL_utilization=0.3423
export IMPL_post_cts_resized=0
export IMPL_final_cells=7346
export IMPL_first_pass_iters=8
export IMPL_dieWidth_um=399.6
export IMPL_synth_edff_count=0
export IMPL_ys_warn_count=3
export IMPL_ys_cells=5437
export IMPL_post_cts_buffers=0
export IMPL_yosysUniqueCellTypes=95
export IMPL_warnings=40
export IMPL_worstPathCellList="clkbuf_16 -> clkbuf_16 -> clkdlybuf4s50_1"
export IMPL_remaining_drc_errors=0
export IMPL_syn_instance_count=5437
export IMPL_final_common_cell="dfxtp_1"
export IMPL_wire_per_inst_um=30.59
export IMPL_ys_seq_share=0.4626
export IMPL_synthArstFlopShare=0
export IMPL_cellPowerDensity_nw_per_um2=29.23
export IMPL_die_area_um2=159700
export IMPL_critPathCaptureType="output pin"
export IMPL_cts_tree="yes"
export IMPL_startpoint_type="clock port"
export IMPL_core_region_area_um2=156600
export IMPL_criticalPathCategory="clock port to output pin"
export IMPL_fin_area_um2=53590
export IMPL_skew_ns=0.1020
export IMPL_finalHoldViolCount=0
export IMPL_setup_violations=0
export IMPL_flop_cell="dfxtp_1"
export IMPL_regArea_um2=21950
export IMPL_gp_congestion=1.013
export IMPL_fp_dieH_um=399.6
export IMPL_drt_initial_drc_count=5565
export IMPL_io_buffer_count=9
export IMPL_rows=145
export IMPL_syn_area_per_cell_um2=8.723
export IMPL_setup_tns_ns=0
export IMPL_overflow=0
export IMPL_logic_area_um2=23220
export IMPL_dr_total_vias=45170
export IMPL_hold_buffers=0
export IMPL_grt_pass1_wl_um=313500
export IMPL_relSlewSlack=0.3164
export IMPL_maxCapViolCount=0
export IMPL_grt_max_degree=114
export IMPL_nFillCells=15580
export IMPL_ant_nets=0
export IMPL_worstPathArrival_ns=32.89
export IMPL_grt_total_usage=0.2832
export IMPL_setup_ws_ns=18.71
export IMPL_initial_core_util=0.3029
export IMPL_clock_latency_ns=0.89
export IMPL_ys_area_um2=47430
export IMPL_maxSlewViolCount=0
export IMPL_routed_wl_um=224700
export IMPL_syn2layout_area_growth_pct=13.00
export IMPL_cpPeakStageDelay_ns=0.39
export IMPL_hpwl_um=131400
export IMPL_place_inst=7122
export IMPL_p_leak_nw=17.29
export IMPL_placedInstanceArea_um2=49680
export IMPL_ys_ff=1096
export IMPL_dpl_worst_slack_ns=18.98
export IMPL_most_common_layout_cells="dfxtp_1, nand3_1, o21ai_0"
-- final timing paths --
path                                         startpoint                       end  slack [ns]  depth (start not counted)
worst min-delay path            uut.sequence_reg[12][7]   uut.sequence_reg[12][7]        0.45                          2
worst max-delay path                                clk                  debug[4]       18.71                          3
worst min register to register  uut.sequence_reg[12][7]   uut.sequence_reg[12][7]        0.45                          2
worst max register to register    uut.sequence_count[1]  uut.sequence_reg[15][13]       55.45                         18
-- synth_stat cells, drive strengths merged (12+ instances only) --
cell type  count  area, um2
dfxtp       1096      21940
o21ai        922       4633
nand3        874       4374
mux2i        359       3593
clkbuf       353       1354
nand2        295       1107
buf          250       1400
a22oi        181       1359
nor2         178      675.7
a21oi        125      625.6
o22ai         65      412.9
inv           46      172.7
a22o          45      394.1
nor4          42      275.3
nand4         37      250.2
nor2b         37      231.5
xnor2         33      289.0
a221oi        30      300.3
nor3          29      145.1
mux2          27      304.0
a41o          25      250.2
nand3b        25      187.7
a31oi         23      150.1
nand2b        22      137.6
ha            21      262.8
o211ai        21      157.7
xor2          17      148.9
a21boi        15      112.6
a21o          15      112.6
and3          15      93.84
o21a          15      112.6
or3           15      98.84
a2111oi       14      148.9
a222oi        12      120.1
and4b         12      120.1
-- power breakdown --
| part | total [mW] | switching [mW] | internal (mW) | leakage, nW |
|---|---|---|---|---|
| logic | 0.185 | 0.144 | 0.0401 | 6.52 |
| registers | 0.700 | 0.00779 | 0.692 | 8.84 |
| clock network | 0.682 | 0.290 | 0.392 | 1.92 |
-- worst max-delay path: cells and delay by family --
kind	cells	cell delay [ns]
buf+inv	3	0.64
-- final cells by class --
cell class                 count  area share
multi-input combinational   3691      0.4332
sequential                  1096      0.4096
clock buffer                 173     0.06425
tap                         2058     0.04805
timing repair buffer         229     0.03255
clock inverter                39    0.008288
inverter                      47    0.003432
antenna                       13   0.0006070
-- stage by stage --
stage | power [mW] | hold slack [ns]
final | 1.567 | 0.4548
after global routing | 1.600 | 0.4717
after CTS | 1.557 | 0.4570
after detailed placement | 0.8891 | 0.4465
after global placement | 0.8871 | 0.4413
after floorplan | 0.8215 | 0.4316
-- cell families after synthesis --
family | synth area share
xor+xnor | 0.009234
flops | 0.4626
mux | 0.08361
buf+inv | 0.06179
fa+ha+maj | 0.005540
compound gates | 0.2046
simple gates | 0.1725
-- metal layers --
metal  vias up  share of wire  GRT usage
met2      3191           0.38     0.3711
met3       910           0.16     0.1690
met4        24          0.080     0.1741
li1      19330              -          -
met1     21720           0.37     0.3511
met5         -         0.0019    0.01423
Power figures rest on the tool's default switching activity, not on a simulated workload.
