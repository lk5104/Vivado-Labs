**flow/config.mk**
```make
export PLATFORM = sky130hd
export DESIGN_NAME = debug
export DESIGN_NICKNAME = debug
export VERILOG_FILES = /design/flow/design.v
export SDC_FILE = /design/flow/constraint.sdc
export NUM_CORES = 4
export LEC_CHECK = 1
export CORE_AREA = 10 10 70 70
export DIE_AREA = 0 0 80 80
```
**flow/constraint.sdc**
```tcl
current_design debug

set clk_period 1.0
set clk_io_pct 0.2

create_clock -name clk0 -period $clk_period [get_ports {clk}]

set non_clock_inputs [all_inputs -no_clocks]
set_input_delay [expr $clk_period * $clk_io_pct] -clock clk0 $non_clock_inputs
set_output_delay [expr $clk_period * $clk_io_pct] -clock clk0 [all_outputs]
```
**flow/design.v**
```verilog
`timescale 1ns / 1ps
module debug(
    input wire clk,
    input wire reset,
    input wire in,
    output wire out,
    output wire [3:0] debug
    );
    assign debug = {clk, reset, in, out};
    ohe uut (.clk(clk), .reset(reset), .in(in), .out(out));
endmodule
`timescale 1ns / 1ps
module ohe(
    input wire clk,
    input wire reset,
    input wire in,
    output wire out
    );
       localparam STATE_0 = 8'd1;
       localparam STATE_1 = 8'd2;
       localparam STATE_2 = 8'd4;
       localparam STATE_3 = 8'd8;
       localparam STATE_4 = 8'd16;
       localparam STATE_5 = 8'd32;
       localparam STATE_6 = 8'd64;
       reg [7:0] current_state;
       always @(posedge clk) begin
          if (reset == 1) begin
             current_state <= STATE_0;
          end else begin
             case (current_state)
                STATE_0 : begin
                   if (in == 1) begin
                      current_state <= STATE_1;
                   end else begin
                      current_state <= STATE_3;
                   end
                end
                STATE_1 : begin
                   if (in == 1) begin
                      current_state <= STATE_2;
                   end else begin
                      current_state <= STATE_3;
                   end
                end
                STATE_2 : begin
                   if (in == 1) begin
                      current_state <= STATE_4;
                   end else begin
                      current_state <= STATE_3;
                   end
                end
                STATE_3 : begin
                   current_state = STATE_3;
                end
                STATE_4 : begin
                   if (in == 1) begin
                      current_state <= STATE_6;
                   end else begin
                      current_state <= STATE_5;
                   end
                end
                STATE_5 : begin
                   if (in == 1) begin
                      current_state <= STATE_4;
                   end else begin
                      current_state <= STATE_5;
                   end
                end
                STATE_6 : begin
                    current_state <= STATE_6;
                end
                default : begin   
                   current_state <= STATE_0;
                end
             endcase
          end
       end
       assign out = (current_state == STATE_6) ? 1 : 0;
endmodule
```
**flow/run.sh**
```bash
#!/bin/bash
# OpenROAD 26Q1-2900-gdf79404cd8, Yosys 0.63+post, stock flow scripts
make -C /OpenROAD-flow-scripts/flow DESIGN_CONFIG=/design/flow/config.mk WORK_HOME=/design/flow/orfs finish
```
==> impl_metrics.tcl <==
# implementation run metrics
set metrics [dict create \
    status "finished with violations" \
    violations "setup timing" \
    grt_pass1_vias 178 \
    slew_headroom_pct 89.7 \
    die_y_um 80 \
    vias 151 \
    yosysUniqueCellTypes 7 \
    largest_register "uut.current_state" \
    fin_util_pct 10.3 \
    ios 8 \
    tool_warnings 28 \
    clk_pin_slew_ns 0.04 \
    hpwl_um 332 \
    yosys.stat.seqShare_pct 59.6 \
    drt-vias-per-instance 2.01 \
    critPathCaptureType "output port" \
    yosys.area.top_type "dfxtp_1" \
    cts_hold_buf 0 \
    hold_viol_final 0 \
    preCtsSetupSlack_ns -0.410 \
    drv_cap 0 \
    n_fill_cell 414 \
    port_buffers 7 \
    first_pass_iters 2 \
    fin_skew_ns 0.00129 \
    top_area_share_pct 59.6 \
    drtIter0Drc 1 \
    path_class "register to output port" \
    numSynthFlops 6 \
    fin_hold_ws_ns 0.124 \
    synthTopCellsByArea "dfxtp_1 60%, buf_4 15%, and3b_1 8.7%" \
    ys_cells 18 \
    reg_top3 "uut.current_state: 6 flops" \
    yosysWarningCount 1 \
    antenna_found_initial 0 \
    slew_viol_final 0 \
    ys_area_sq_um 201 \
    die_area_sq_um 6400 \
    syn_area_sq_um 201 \
    setup_ws_ns -0.0647 \
    grt_start_max_net_pins 7 \
    rrSetupSlack_ns 0.28 \
    crit_path_start_kind "register" \
    largest_reg_flops 6 \
    drive_gt1_share_pct 48.3 \
    setup_violations 1 \
    initCoreUtil_pct 5.90 \
    tns_ns -0.0647 \
    rsz0062_at_grt "yes" \
    grt_use_total_pct 1.46 \
    required_ns 0.80 \
    power.leakage_nw 0.153 \
    clkLatencyLatePin_ns 0.34 \
    mostFrequentLayoutCells "5 x clkbuf_4, 5 x dfxtp_1, 3 x nor2_1, 3 x buf_2" \
    powerDensity_nw_per_um2 1780 \
    tightest_slew_ns 0.153 \
    routed_wl_um 434 \
    wl_per_cell_um 5.79 \
    finalCritPeriodShare_pct 106 \
    cts_tree "yes" \
    fp-row-count 21 \
    antenna_cells 0 \
    syn2layout_area_growth_pct 73.9 \
    ant_nets 0 \
    core_area_sq_um 3420 \
    place.gp.congestion 0.604 \
    grt_overflow 0 \
    worstPathMaxFanout 2 \
    ir_drop_uv 944 \
    die_w_um 80 \
    grt_pass1_wl_um 703 \
    drc 0 \
    fin_crit_ns 1.06 \
    hold_path_class "input pin to register" \
    fmax_mhz 939 \
    netlist_instances 18 \
    arrival_ns 0.86 \
    avgSynthCellArea_sq_um 11.2 \
]
==> synthesized netlist by cell type, drive strengths merged <==
library cell,count
a21oi,1
and3b,2
buf,4
dfxtp,6
nor2,3
nor3,1
nor3b,1
==> metal layers <==
layer / share of wire [%] / global-route usage (%) / wire length (um)
met3: 12 / 1.70 / 50
met5: 0 / 0 / 0
met4: 0 / 0.176 / 0
met2: 44 / 1.85 / 192
met1: 44 / 1.60 / 190
==> cell families (layout without fill, tap and decap cells) <==
kind of cell	count (synthesis)	after routing	synth area share [%]
AND/OR/NAND/NOR	7	7	23.0
flip-flops	6	6	59.6
buffers and inverters	4	15	14.9
AND-OR/OR-AND	1	1	2.48
==> power by group <==
group	internal (mW)	total [mW]	leakage (nW)	switching, mW
clock	0.248	0.352	0.0269	0.103
sequential	0.245	0.246	0.0494	0.00104
combinational	0.0170	0.0264	0.0764	0.00940
total	0.511	0.624	0.153	0.114
==> stage by stage <==
stage | cells | power, mW | area (sq um)
after global routing | 75 | 0.682 | 350
final | 75 | 0.624 | 350
after global placement | 69 | 0.347 | 314
after detailed placement | 69 | 0.348 | 314
after CTS | 75 | 0.646 | 348
after floorplan | 18 | 0.307 | 201
==> timing repair <==
| item | CTS | global route |
|---|---|---|
| resized | 17 | 1 |
| setup buffers | 1 | 0 |
| setup endpoints to repair | 5 | 3 |
==> critical path, stage by stage (launching register included) <==
cell and delay [ns]:
dfxtp_2 0.32, buf_6 0.11, buf_6 0.09
==> path summary, 6_finish.rpt <==
kind,depth (start not counted),end,startpoint
worst max-delay path,2,out,uut.current_state[1]
worst max register to register,3,uut.current_state[1],uut.current_state[1]
worst min-delay path,2,uut.current_state[0],reset
worst min register to register,1,uut.current_state[5],uut.current_state[6]
==> final cells by class <==
cell class                      instances  area [sq um]  area share (%)
Clock buffer                            6          42.5            12.1
Tap cell                               46          57.6            16.4
Multi-Input combinational cell          8          51.3            14.6
Timing Repair Buffer                    9          77.6            22.1
Sequential cell                         6           121            34.6
Power and IR drop assume default switching activity.
