--- ./config.mk ---
export PLATFORM = sky130hd
export DESIGN_NAME = clkdiv_to_hw
export DESIGN_NICKNAME = clkdiv_to_hw
export VERILOG_FILES = /design/flow/design.v
export SDC_FILE = /design/flow/constraint.sdc
export NUM_CORES = 4
export LEC_CHECK = 1
export CORE_AREA = 10 10 97 97
export DIE_AREA = 0 0 107 107
--- ./constraint.sdc ---
current_design clkdiv_to_hw

set clk_period 6.4
set clk_io_pct 0.2

create_clock -name clk0 -period $clk_period [get_ports {clk}]

set non_clock_inputs [all_inputs -no_clocks]
set_input_delay [expr $clk_period * $clk_io_pct] -clock clk0 $non_clock_inputs
set_output_delay [expr $clk_period * $clk_io_pct] -clock clk0 [all_outputs]
--- ./design.v ---
`timescale 1ns / 1ps
module clkdiv_to_hw(
    input wire clk,
    output wire div_clk,
    output wire [1:0] debug
    );
    assign debug = {clk, div_clk};
    clkdivider uut(.clk(clk), .div_clk(div_clk));
endmodule
`timescale 1ns / 1ps
`default_nettype none
module clkdivider(
    input wire clk,
    output reg div_clk
    );
    parameter DIVIDER = 1;
    reg [31:0] count = 0;
    reg reset = 1;
    always @(posedge clk) begin
        if (reset == 1) begin
            reset <= 0;
            div_clk <= 0;
            count <= 0;
        end
        else begin
            if (count == DIVIDER - 1) begin
                div_clk = ~div_clk;
                count <= 0;
            end else begin
                count <= count + 1;
            end
        end
    end
endmodule
--- ./run.sh ---
#!/bin/bash
# OpenROAD 26Q1-2900-gdf79404cd8, Yosys 0.63+post, stock flow scripts
make -C /OpenROAD-flow-scripts/flow DESIGN_CONFIG=/design/flow/config.mk WORK_HOME=/design/flow/orfs finish
==> flow_summary.toml <==
# implementation run metrics
[outcome]
outcome = "finished, final reports clean"

[logic_synthesis]
synthAdderAreaFrac_pct = 1.56
syn_avg_cell_area_um2 = 8.47
synth-seq-cells = 34
ys_sh_xor_pct = 7.66
yosys.area_share.aoi_pct = 12.5
synthTopCellsByArea = "dfxtp_1, xnor2_1, or4_1"
ys_seq_share_pct = 42.5
ys_warn_count = 1
top_logic_kind = "simple AND/OR/NAND/NOR gates"
syn_area_um2 = 1600
yosysChipArea_um2 = 1600
simple_gate_share_pct = 30.5
yosys.area.top_type = "dfxtp_1"
yosysUniqueCellTypes = 29
ys_cells = 189
mux_share_pct = 0
top_cell_area_share_pct = 42.5
syn_inst = 189

[power]
power_switching_mw = 0.0808
power_mw = 0.420
peakVddDrop_mv = 0.196
static-leakage-power_nw = 0.477
switching_share_pct = 19.3
p_seq_share_pct = 50.7
pwr-share-comb_pct = 0.5
power_density_nw_per_um2 = 229
internal_power_mw = 0.339
clock_power_share_pct = 48.8

[worst_setup_path]
cp_slowest_stage_delay_ns = 0.40
required_ns = 5.12
slowest_stage = "clkdlybuf4s50_1"
path_buffers = 3
crit_path_max_fanout = 2
worstSetupStartpointType = "clock port"
critPathArrivalTime_ns = 3.83
worst_path_dominant_cell_family = "buffers and inverters"
path_class = "clock port to primary output"
crit_path_end_kind = "primary output"
crit_top_cell = "clkbuf_8"
worstPathCellList = "clkbuf_8 > clkbuf_8 > clkdlybuf4s50_1"

[final_timing]
hold_violations = 0
finalSetupTns_ns = 0
fin_skew_ns = 0.00828
holdWs_ns = 0.419
maxSlewViolCount = 0
setup_violations = 0
final.setup.worst_slack_ns = 1.29
grt_setup_unrepaired = "no"

[die]
io_pins = 4
rows = 31
die_y_um = 107
core-area_um2 = 7290
fp_util_pct = 21.9
die_w_um = 107
chip_area_um2 = 11400

[clock_network]
cts_tree = "yes"
cts_setup_buffers = 0
cts.hold.buffers_added = 0
cts.reportedPaths.clkPinSlew_ns = 0.06
post_cts_resized = 0
clk_latency_ns = 0.38

[detailed_routing]
first_iter_violations = 70
n_antenna_cell = 0
wl_per_cell_um = 11.0
first_pass_iters = 4
vias = 1349
ant_nets = 0
routed_wl_um = 3230
viasPerCell = 4.60
drc = 0

[global_route]
grt_max_degree = 33
grt_overflow = 0
grt_util_met1_pct = 8.55
grt.busiest_layer = "met1"
grt.met3_usage_pct = 1.58
antenna_found_initial = 0
grtUsageTotal_pct = 5.79
grt_pass1_vias = 1227
grt_pass1_wl_um = 5700
gr-usage-met2_pct = 8.25

[layout]
finalInstanceArea_um2 = 1840
area_growth_pct = 14.8
final_cell_mix = "dfxtp_1, nor2_1, a21oi_1"
layout.cells.most_common = "dfxtp_1"
fillers = 826
drive_gt1_share_pct = 7.22

[place]
preCtsSetupSlack_ns = 1.55
dp_hpwl_um = 2120
gp_congestion = 0.802
io_buffers = 3
dpl_cell_area_um2 = 1720

[min_path]
hp-class = "flop to flop"

[job]
maxCapViolations = 0
warning_count = 27
## power groups by stage
stage                 Sequential [mW]  Combinational [mW]  Clock (mW)
after global routing            0.213             0.00234       0.228
final                           0.213             0.00222       0.205
after CTS                       0.213             0.00233       0.214
## cell families after synthesis
group | count (synthesis)
xor+xnor | 14
buf+inv | 18
other cells | 1
compound gates | 35
fa+ha+maj | 2
simple gates | 85
flops | 34
## sequential cells by signal, summed over array words and instances (netlist names)
signal and flops:
uut.div_clk 1, uut.reset 1, uut.count 32
## synth_stat cells, drive strengths merged
cell and n:
dfxtp 34, nor2 18, a21oi 17, or4 13
xnor2 12, nand3 10, nand4 10, or3 10
inv 9, nor4 9, o31ai 9, o21ai 8
nand2 7, buf 5, clkbuf 4, nor3 4
and4 2, ha 2, xor2 2, and3 1
conb 1, nor4b 1, o21bai 1
## metal layers
metal	share of wire (%)	wire length (µm)
met1	51	1640
met2	45	1460
met3	3.4	109
met4	0.56	18
met5	0	0
## path summary, 6_finish.rpt
kind                     start             to  slack (ns)  cells past startpoint
hold / removal       uut.reset    uut.div_clk        0.42                      1
setup / recovery           clk       debug[1]        1.29                      3
hold reg to reg      uut.reset    uut.div_clk        0.42                      1
setup reg to reg  uut.count[3]  uut.count[25]        3.93                      4
## area by class of cell
type / instances / area (µm²) / share of cell area, %
clock buffer: 11 / 128 / 6.95
multi-input combinational: 137 / 843 / 45.9
sequential: 34 / 681 / 37.1
inverter: 9 / 33.8 / 1.84
tap: 99 / 124 / 6.74
timing repair buffer: 3 / 27.5 / 1.50
## through the flow
stage          instances  util, %
2_1_floorplan        189        -
3_3_place_gp         283     23.6
3_5_place_dp         283     23.6
4_1_cts              293     25.2
5_1_grt              293     25.2
6_report             293     25.2
Power figures rest on the tool's default switching activity, not on a simulated workload.
